### flow/run.sh
#!/bin/bash
# OpenROAD 26Q1-2900-gdf79404cd8, Yosys 0.63+post, stock flow scripts
make -C /OpenROAD-flow-scripts/flow DESIGN_CONFIG=/design/flow/config.mk WORK_HOME=/design/flow/orfs finish
### flow/config.mk
export PLATFORM = sky130hd
export DESIGN_NAME = data_mem
export DESIGN_NICKNAME = data_mem
export VERILOG_FILES = /design/flow/design.v
export SDC_FILE = /design/flow/constraint.sdc
export NUM_CORES = 4
export LEC_CHECK = 1
export CORE_UTILIZATION = 40
### flow/constraint.sdc
current_design data_mem

set clk_period 40.2
set clk_io_pct 0.2

create_clock -name clk0 -period $clk_period [get_ports {clk}]

set non_clock_inputs [all_inputs -no_clocks]
set_input_delay [expr $clk_period * $clk_io_pct] -clock clk0 $non_clock_inputs
set_output_delay [expr $clk_period * $clk_io_pct] -clock clk0 [all_outputs]
### flow/design.v
module data_mem #(parameter DATA_WIDTH = 32, ADDR_WIDTH = 32, MEM_SIZE = 64) (
    input       clk, wr_en,
    input       [ADDR_WIDTH-1:0] wr_addr, wr_data,
    output      [DATA_WIDTH-1:0] rd_data_mem
);
reg [DATA_WIDTH-1:0] data_ram [0:MEM_SIZE-1];
assign rd_data_mem = data_ram[wr_addr[DATA_WIDTH-1:2] % 64];
always @(posedge clk) begin
    if (wr_en) data_ram[wr_addr[DATA_WIDTH-1:2] % 64] <= wr_data;
end
endmodule
==> GITHUB_STEP_SUMMARY <==
### Flow metrics

| Metric | Value |
|---|---|
| Status | `finished, final reports clean` |
| Cell type with the largest total area | `edfxtp_1` |
| Row cnt | `162` |
| DP Wirelength | `113000 um` |
| Req. time, crit path | `32.16 ns` |
| Startpoint types | `primary input` |
| Top FF cell, synth | `edfxtp_1` |
| 1st-iter DRT viols | `2605` |
| Post-Syn Area | `78300 um2` |
| Crit path kind | `primary input to output port` |
| Crit path DAT | `13.73 ns` |
| Root buffer cell | `clkbuf_16` |
| CTS H-Tree Depth | `4` |
| Number of I/O pins | `98` |
| Area leader share | `0.786` |
| Initial antenna violation count | `8` |
| Clock buffers created by TritonCTS | `200` |
| Gate Area | `16100 um2` |
| Final hold violations | `0` |
| Relative slew slack | `0.209` |
| Cell area after placement | `82800 um2` |
| Max-cap viol count | `0` |
| LEAKAGE | `28.3 nW` |
| Post-route ant nets | `0` |
| DIE WIDTH | `444 um` |
| Fillers | `16100` |
| CTS tree | `done` |
| Final instance area | `89200 um2` |
| Vias in the first global route | `43600` |
| Worst Tran Pin Value | `1.16 ns` |
| Final Critical Period | `21.77 ns` |
| GRT Residual Overflow | `0` |
| Final Util | `0.458` |
| CP Max Fanout | `63` |
| Post-synth top cells | `edfxtp_1 (2048), mux2i_1 (259), a22oi_1 (188), a221oi_1 (175), clkbuf_1 (168)` |
| Init Core Util | `0.402` |
| Xor/xnor share | `0` |
| Ys flops | `2048` |
| Clock-pin slew on the worst setup and hold paths | `0.06 ns` |
| Fmax | `0.0459 GHz` |
| Power per Cell Area | `49.5 nW/um2` |
| Worst vdd ir | `47.5 uV` |
| Post-cts sizing count | `0` |
| Complex Gates by Area | `0.0873` |
| Setup TNS | `0 ns` |
| Post-Synth Adder-Cell Area | `0` |
| Yosys Chip Area | `78300 um2` |
| HP Class | `primary input to flip-flop` |
| Simple-Gate Area Share | `0.0283` |
| Layout cell share with drive strength beyond 1 | `0.182` |
| DRC viols | `0` |
| Count of input and output buffers | `71` |
| Max FFs per register | `2048` |
| Per-cell routed wire length | `29.2 um` |
| Setup Fix Bufs, Post-CTS | `0` |
| Seq share, synth | `0.786` |
| Pin count of the biggest net entering global routing | `87` |
| MUX area fraction | `0.0819` |
| DR vias | `41500` |
| Global placement routability congestion | `0.882` |
| Synth unique cells | `55` |
| Die Size | `197000 um2` |
| Total track usage | `0.229` |
| CTS Buffer Depth | `3` |
| # Cells Yosys | `4207` |
| Syn Area/Cell | `18.6 um2` |
| Final max-slew violation count | `0` |
| Count leader, synth | `edfxtp_1` |
| Core Area | `195000 um2` |
| Routed WL | `207000 um` |
| Main logic family | `AND-OR/OR-AND gates` |
| Crit. Startpoint | `wr_addr[3]` |
| Global-route wire length before repair | `299000 um` |
| YS warnings | `1` |
| Drt pass-1 iters | `6` |
| Count of hold-fix buffers inserted at cts | `0` |
| Sequential cell area | `61500 um2` |
| Area grow syn2layout | `13.9%` |
| Asr flop ratio synth | `0` |
| Number of enable flip-flop cells | `2048` |
| CP endpoint kind | `output port` |
| Die Ht | `444 um` |
| Final setup fails | `0` |
| Crit share post-route | `0.542` |
| Unrepaired setup endpoints after global routing | `false` |
| Biggest area cells | `edfxtp_1 (79%), mux2i_1 (3.3%), mux4_2 (2.8%), mux2_2 (2.1%), a221oi_1 (2.0%)` |
| Critical path endpoint | `rd_data_mem[26]` |
| Via-to-Cell Ratio | `5.86` |
| Tool Warnings | `52` |
| CTS Sinks | `2048` |
| Mapped Cells | `4207` |
==> logic make-up (layout without fill, tap and decap cells) <==
family,Yosys count,in the layout
compound gates,933,933
buf+inv,300,626
flops,2048,2048
mux,502,502
other cells,0,2
simple gates,424,424
==> how the worst min path moves through the flow <==
stage / startpoint / endpoint / slack [ns] / depth (start not counted)
CTS: wr_data[28] / data_ram[7][28] / 7.79 / 2
global route: wr_data[28] / data_ram[3][28] / 7.83 / 2
finish: wr_data[28] / data_ram[7][28] / 7.82 / 2
==> metal layers <==
metal,GRT usage,part of all wire
met1,0.284,0.34
met2,0.330,0.46
met3,0.164,0.16
met4,0.0699,0.039
met5,0.00317,0.00050
==> critical path, stage by stage <==
cell             delay (ns)
buf_8                  0.35
buf_4                  0.65
buf_12                 0.44
buf_4                  0.59
buf_4                  0.72
nor2b_4                0.26
buf_4                  0.49
a22o_1                 0.22
a221oi_1               0.05
a211oi_1               0.51
a2111oi_2              0.11
buf_4                  0.20
nand3_1                0.26
clkdlybuf4s50_1        0.53
==> layout make-up <==
cell class                 instances  area share
sequential                      2048       0.690
clock buffer                     252      0.0586
antenna                            2   0.0000561
timing repair buffer             264      0.0232
multi-input combinational       1859       0.180
clock inverter                   108      0.0122
tap                             2542      0.0357
inverter                           2    0.000168
==> stage by stage <==
stage / hold slack, ns / setup slack, ns / std cells / power (W)
after floorplan: 8.14 / 22.01 / 4207 / 0.00253
after detailed placement: 8.71 / 18.45 / 6715 / 0.00265
after CTS: 7.79 / 18.46 / 7075 / 0.00444
after global placement: 8.70 / 18.54 / 6715 / 0.00264
after global routing: 7.83 / 18.21 / 7076 / 0.00454
final: 7.82 / 18.43 / 7077 / 0.00441
==> power by group <==
group / leakage [nW] / internal [W] / switching [W] / total (W)
Clock: 3.06 / 0.00102 / 0.000791 / 0.00181
Sequential: 18.4 / 0.00236 / 0.00000285 / 0.00237
Combinational: 6.82 / 0.0000755 / 0.000158 / 0.000233
Total: 28.3 / 0.00346 / 0.000951 / 0.00441
==> placed cells by master (no fill, tap or decap), drive strengths merged, types with 16 or more instances in the layout <==
cell type,n
a221oi,175
a222oi,16
mux2i,259
buf,228
edfxtp,2048
clkbuf,252
nand2b,18
nand2,28
mux2,147
clkinv,82
a22oi,188
o21ai,85
a211oi,17
a21oi,121
a31oi,43
nor2,145
nor3,22
o22a,70
nand3,54
mux4,96
and3,85
o22ai,93
clkdlybuf4s50,36
a22o,66
Power and IR drop assume default switching activity.
