$ cat /design/flow/design.v
module lcd_driver(
    input clk,
    input rst,
    input [7:0] char_in,
    output reg [7:0] lcd_data,
    output reg lcd_en,
    output reg lcd_rs
);
    reg [3:0] state = 0;
    reg [19:0] delay = 0;
    reg [7:0] current_char = 8'h20;
    reg [4:0] cursor_pos = 0;
    localparam DELAY_MAX = 20'd500_000;
    always @(posedge clk) begin
        if (rst) begin
            state <= 0;
            delay <= 0;
            lcd_en <= 0;
            lcd_rs <= 0;
            lcd_data <= 8'h00;
            current_char <= 8'h20;
            cursor_pos <= 0;
        end else begin
            case (state)
                0: begin lcd_data <= 8'h38; lcd_rs <= 0; lcd_en <= 1; state <= 1; end
                1: if (delay < DELAY_MAX) delay <= delay + 1;
                   else begin lcd_en <= 0; delay <= 0; state <= 2; end
                2: begin lcd_data <= 8'h0C; lcd_rs <= 0; lcd_en <= 1; state <= 3; end
                3: if (delay < DELAY_MAX) delay <= delay + 1;
                   else begin lcd_en <= 0; delay <= 0; state <= 4; end
                4: begin lcd_data <= 8'h06; lcd_rs <= 0; lcd_en <= 1; state <= 5; end
                5: if (delay < DELAY_MAX) delay <= delay + 1;
                   else begin lcd_en <= 0; delay <= 0; state <= 6; end
                6: begin lcd_data <= 8'h01; lcd_rs <= 0; lcd_en <= 1; state <= 7; end
                7: if (delay < DELAY_MAX) delay <= delay + 1;
                   else begin lcd_en <= 0; delay <= 0; state <= 8; end
                8: begin
                    if (char_in != current_char && char_in != 8'h20) begin
                        current_char <= char_in;
                        state <= 9;
                    end
                end
                9: begin lcd_data <= 8'h80 + cursor_pos; lcd_rs <= 0; lcd_en <= 1; state <= 10; end
                10: if (delay < DELAY_MAX) delay <= delay + 1;
                    else begin lcd_en <= 0; delay <= 0; state <= 11; end
                11: begin lcd_data <= current_char; lcd_rs <= 1; lcd_en <= 1; state <= 12; end
                12: if (delay < DELAY_MAX) delay <= delay + 1;
                    else begin
                        lcd_en <= 0;
                        delay <= 0;
                        cursor_pos <= (cursor_pos == 15) ? 0 : cursor_pos + 1;
                        state <= 8;
                    end
            endcase
        end
    end
endmodule
$ cat /design/flow/run.sh
#!/bin/bash
# OpenROAD 26Q1-2900-gdf79404cd8, Yosys 0.63+post, stock flow scripts
make -C /OpenROAD-flow-scripts/flow DESIGN_CONFIG=/design/flow/config.mk WORK_HOME=/design/flow/orfs finish
$ cat /design/flow/config.mk
export PLATFORM = sky130hd
export DESIGN_NAME = lcd_driver
export DESIGN_NICKNAME = lcd_driver
export VERILOG_FILES = /design/flow/design.v
export SDC_FILE = /design/flow/constraint.sdc
export NUM_CORES = 4
export LEC_CHECK = 1
export CORE_UTILIZATION = 40
$ cat /design/flow/constraint.sdc
current_design lcd_driver

set clk_period 2.8
set clk_io_pct 0.2

create_clock -name clk0 -period $clk_period [get_ports {clk}]

set non_clock_inputs [all_inputs -no_clocks]
set_input_delay [expr $clk_period * $clk_io_pct] -clock clk0 $non_clock_inputs
set_output_delay [expr $clk_period * $clk_io_pct] -clock clk0 [all_outputs]
==> impl_metrics.env <==
# source this file to load flow results
export IMPL_root_buffer="clkbuf_8"
export IMPL_grt_max_degree=40
export IMPL_design_die_area_mm2=0.006676
export IMPL_min_period_ps=2137
export IMPL_postRouteAntennaNets=0
export IMPL_ys_area_mm2=0.002541
export IMPL_die_x_um=81.71
export IMPL_place_hpwl_um=3782
export IMPL_wl_per_cell_um=13.98
export IMPL_drv_slew=0
export IMPL_rsz0062_at_grt="false"
export IMPL_yosysWarnings=1
export IMPL_post_synth_top_area_fraction_pct=37.03
export IMPL_num_rows=28
export IMPL_worstPathRequired_ps=2960
export IMPL_syn_to_final_growth_pct=14.57
export IMPL_antenna_found_initial=0
export IMPL_grt_overflow_total=0
export IMPL_fp_util_pct=42.17
export IMPL_htreeDepth=2
export IMPL_crit_path_end_kind="flip-flop"
export IMPL_fin_crit_sh_pct=76.33
export IMPL_worst_ep_arrival_time_ps=2300
export IMPL_synth_cells=299
export IMPL_cts_buffers_inserted=5
export IMPL_grt_pass1_wl_um=9259
export IMPL_cts_tree="built"
export IMPL_area_leaders="dfxtp_1 37%, a21oi_1 5.7%, nand2b_1 5.2%, mux2i_1 3.5%, xor2_1 3.4%"
export IMPL_dr_pass1_iters=4
export IMPL_cts_setup_buffers=0
export IMPL_hold_viol=0
export IMPL_start_kind="input pin"
export IMPL_synthArstFlopShare_pct=0
export IMPL_dpl_cell_area_mm2=0.002809
export IMPL_yosys_most_used_dff="dfxtp_1"
export IMPL_ys_ff=47
export IMPL_cp_max_fo=8
export IMPL_fill_cells=605
export IMPL_p_per_area_mw_per_mm2=436.5
export IMPL_routed_wl_um=5454
export IMPL_warnings=25
export IMPL_finClkSkew_ps=8.516
export IMPL_layout_drive_gt1_share_pct=9.524
export IMPL_grt_pass1_vias=1889
export IMPL_ir_worst_vdd_mv=0.2920
export IMPL_maxCapViolCount=0
export IMPL_clkTransAtPathRegs_ps=80
export IMPL_edf_count=0
export IMPL_max_slew_worst_pin_slew_ps=836.1
export IMPL_finalInstanceArea_mm2=0.002912
export IMPL_hold_class="reg2reg"
export IMPL_diodes=0
export IMPL_pin_count=20
export IMPL_clock_sinks=47
export IMPL_coreArea_mm2=0.006026
export IMPL_relSlewSlack_pct=44.23
export IMPL_ys_seq_share_pct=37.03
export IMPL_die_height_um=81.71
export IMPL_numPortBuffers=19
export IMPL_gr_usage_all_layers_pct=17.96
export IMPL_whs_ps=454.8
export IMPL_fin_tns_setup_ps=0
export IMPL_via_per_inst=5.731
export IMPL_worstSetupPathType="in2reg"
export IMPL_run_status="finished, final reports clean"
export IMPL_fmax_ghz=0.4679
export IMPL_syn_area_per_cell_um2=8.499
export IMPL_syn_area_mm2=0.002541
export IMPL_clk_latency_ps=300
export IMPL_holdBufCountCts=0
export IMPL_drt_iter0_markers=157
export IMPL_setup_violations=0
export IMPL_ctsResizeCount=0
export IMPL_drc_errors=0
export IMPL_ys_cells=299
export IMPL_routabilityCongestion=0.8161
export IMPL_synthDistinctLibCells=58
export IMPL_yosysTopAreaCell="dfxtp_1"
export IMPL_vias=2235
export IMPL_leakage_nw=0.9663
export IMPL_clk_path_buf_depth=2
-- worst max-delay path, cell delays in order --
cell,delay [ps]
clkdlybuf4s50_1,450
or4b_2,700
o211ai_1,240
a21oi_2,160
mux2i_1,180
-- power by group --
part	leakage (nW)	internal [mW]	total, mW	switching [mW]
logic	0.534	0.0490	0.0988	0.0498
clock network	0.0513	0.262	0.483	0.221
registers	0.381	0.679	0.690	0.0107
-- synthesized netlist by cell type, types with 2 or more instances --
cell	n
nor3_1	2
or3_1	6
nand4b_1	2
ha_1	2
a41oi_1	3
nand3_1	7
nor3b_1	2
mux2_2	5
nor4_1	4
nand3b_1	2
buf_1	2
a311oi_1	2
o22ai_1	5
xor2_1	10
and2_1	2
a222oi_1	2
a22oi_1	3
or4_1	10
nand4_1	2
clkbuf_1	11
inv_1	10
nor2_1	21
o31ai_1	10
and3b_1	2
buf_2	3
o21ai_0	16
nor2b_1	7
nand2b_1	21
nand2_1	14
dfxtp_1	47
a21oi_1	29
mux2i_1	9
-- layout by cell type, fill, tap and decap left out, types with 2 or more instances in the layout --
cell and count:
a21oi_1 29, nor2_1 21, and3b_1 2, and2_1 2, nand3b_1 2, clkdlybuf4s50_1 19
nand3_1 7, o31ai_1 10, clkbuf_8 5, ha_1 2, nor4_1 4, nand2b_1 21
mux2_2 5, o21ai_0 16, dfxtp_1 47, mux2i_1 9, nand2_1 14, nand4b_1 2
a22oi_1 3, nor3_1 2, nor2b_1 7, or3_1 6, nand4_1 2, buf_4 7
a222oi_1 2, a311oi_1 2, inv_1 10, xor2_1 10, a41oi_1 3, or4_1 10
nor3b_1 2, o22ai_1 5
-- routing by layer --
metal	wire length [µm]	GRT usage, %	up-vias
met4	64	1.754	0
met5	0	0	-
met1	2964	31.91	1047
met3	167	2.480	8
met2	2257	23.67	38
li1	-	-	1142
-- cell families after synthesis --
group	Yosys count	share of synthesized area [%]
multiplexers	14	5.761
XOR/XNOR	10	3.446
AND-OR/OR-AND	85	21.96
flip-flops	47	37.03
AND/OR/NAND/NOR	114	26.64
buffers and inverters	27	4.185
adder cells (fa/ha/maj)	2	0.9846
-- worst paths after layout --
| kind | from | endpoint | slack, ps | cells after the start |
|---|---|---|---|---|
| max reg2reg | state[2] | lcd_en | 700 | 5 |
| min reg2reg | delay[18] | delay[18] | 450 | 2 |
| min | delay[18] | delay[18] | 450 | 2 |
| max | char_in[3] | current_char[4] | 660 | 5 |
-- metrics by stage --
step | total power, mW | utilization, % | instances | setup slack [ps]
floorplan | 0.7586 | - | 299 | 943.9
global placement | 0.8024 | 46.62 | 383 | 408.0
detailed placement | 0.8037 | 46.62 | 383 | 369.1
CTS | 1.289 | 48.32 | 390 | 678.1
global route | 1.329 | 48.32 | 390 | 530.5
finish | 1.271 | 48.32 | 390 | 662.7
-- sequential cells by signal, summed over array words and instances (netlist names) --
register      cells
lcd_en            1
current_char      8
delay            20
lcd_rs            1
state             4
cursor_pos        5
lcd_data          8
-- final cells by class --
| type | count | area, µm² | area share, % |
|---|---|---|---|
| flip-flops and latches | 47 | 940.9 | 32.32 |
| repair buffers | 26 | 242.7 | 8.337 |
| inverters | 10 | 37.54 | 1.289 |
| clock inverters | 1 | 30.03 | 1.031 |
| well taps | 75 | 93.84 | 3.223 |
| multi-input cells | 225 | 1494 | 51.31 |
| clock buffers | 6 | 72.57 | 2.492 |
No activity file was given, so power comes from the tool's default toggle rates.
